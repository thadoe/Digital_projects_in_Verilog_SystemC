==> run.sh <==
#!/bin/bash
# OpenROAD 26Q1-2900-gdf79404cd8, Yosys 0.63+post, stock flow scripts
make -C /OpenROAD-flow-scripts/flow DESIGN_CONFIG=/design/flow/config.mk WORK_HOME=/design/flow/orfs finish
==> config.mk <==
export PLATFORM = sky130hd
export DESIGN_NAME = WT_4
export DESIGN_NICKNAME = WT_4
export VERILOG_FILES = /design/flow/design.v
export SDC_FILE = /design/flow/constraint.sdc
export NUM_CORES = 4
export LEC_CHECK = 1
export CORE_AREA = 10 10 70 70
export DIE_AREA = 0 0 80 80
==> constraint.sdc <==
current_design WT_4

set clk_period 4.8
set clk_io_pct 0.2

create_clock -name clk0 -period $clk_period

set non_clock_inputs [all_inputs -no_clocks]
set_input_delay [expr $clk_period * $clk_io_pct] -clock clk0 $non_clock_inputs
set_output_delay [expr $clk_period * $clk_io_pct] -clock clk0 [all_outputs]
==> design.v <==
`timescale 1ns / 1ps
module WT_4(
    input wire [3:0] A,
    input wire [3:0] B,
    output wire [7:0] product
    );
wire [3:0] row0,row1,row2,row3;         
assign row0 = A & {4{B[0]}};        
assign row1 = A & {4{B[1]}}; 
assign row2 = A & {4{B[2]}}; 
assign row3 = A & {4{B[3]}}; 
wire S_h1 , S_f1, S_f2, S_h2, S_h3, S_f3, S_f4, S_f5, S_h4, S_f6, S_f7, S_f8 ;
wire C_h1, C_f1, C_f2, C_h2, C_h3, C_f3, C_f4, C_f5, C_h4, C_f6, C_f7, C_f8;
half_adder h1 ( row0[1], row1[0], S_h1, C_h1 );
full_adder f1 ( row0[2], row1[1], row2[0], S_f1, C_f1 );
full_adder f2 ( row0[3], row1[2], row2[1], S_f2, C_f2 );
half_adder h2  ( row1[3], row2[2], S_h2, C_h2 );
half_adder h3 ( S_f1, C_h1, S_h3, C_h3 );
full_adder f3 ( S_f2, C_f1, row3[0], S_f3, C_f3 );
full_adder f4 ( S_h2, C_f2, row3[1], S_f4, C_f4 );
full_adder f5 ( row2[3], C_h2, row3[2], S_f5, C_f5 );
 half_adder h4 ( S_f3, C_h3, S_h4, C_h4 );
 full_adder f6 ( S_f4, C_f3, C_h4, S_f6, C_f6 );
 full_adder f7 ( S_f5, C_f4, C_f6, S_f7, C_f7 );
 full_adder f8 ( row3[3], C_f5, C_f7, S_f8, C_f8 );
assign  product[7] = C_f8;
assign  product[6] = S_f8;
assign  product[5] = S_f7;
assign  product[4] = S_f6;
assign  product[3] = S_h4;
assign  product[2] = S_h3;
assign  product[1] = S_h1;
assign  product[0] = row0[0];
endmodule
`timescale 1ns / 1ps
module full_adder(
    input wire i_A,
    input wire i_B,
    input wire i_C,
    output wire o_sum,
    output wire o_carry
    );
    wire h1_sum,h2_sum, h1_carry, h2_carry;
    half_adder h1 (
        .i_A (i_A),
        .i_B (i_B),
        .o_sum (h1_sum),
        .o_carry (h1_carry)
    );
     half_adder h2 (
        .i_A (h1_sum),
        .i_B (i_C),
        .o_sum (h2_sum),
        .o_carry (h2_carry)
    );
    assign o_carry = h1_carry | h2_carry;
    assign o_sum = h2_sum;
endmodule
`timescale 1ns / 1ps
module half_adder (
    input wire i_A,
    input wire i_B,
    output wire o_sum,
    output wire o_carry
);
assign o_sum = i_A ^ i_B;
assign o_carry = i_A & i_B;
endmodule 
==> Changelog: implementation <==
### Metrics

- AND-OR/OR-AND Cells, Area Fraction: 0%
- Ys cells: 39
- Setup ws final: 0.0867 ns
- Largest delay share family, worst path: adder cells
- Initial antenna violation count: 0
- Pin count of the biggest net entering global routing: 5
- Startpoint class of the critical path: primary input
- Dpl hpwl: 790 um
- Worst stage delay on the critical path: 0.53 ns
- Buf/Inv on CP: 4
- Max Cap Viol: 0
- Worst slew pin tran: 0.129 ns
- PortBufs: 16
- Die extent in x: 80 um
- Arrival @ worst endpoint: 3.75 ns
- Status: completed
- DIE AREA: 6400 um2
- Register area: 0 um2
- Synth logic family: adder cells
- Hold crit path type: primary input to output port
- Syn Inst Count: 39
- Vias per std cell: 2.81
- Setup Fix Bufs, Post-CTS: 0
- Iter 0 DRT Violations: 0
- Final setup viols: 0
- Synth cell types: 6
- Mux area share: 0%
- Core Util, Final: 15.9%
- Tool warnings: 33
- Critical path peak fanout: 4
- Fmax: 212 MHz
- Top area contributor share: 42.7%
- Netlist Area Pre-Place: 375 um2
- Minimum clock period: 4.71 ns
- Critical Path Slowest Stage Cell: fa_1
- Leading cell types by total area after synthesis: fa_1 43%, and2_1 25%, buf_4 14%
- CP startpoint: A[3]
- Share of cells above drive strength 1: 34.7%
- Tcrit/Tclk final: 98.2%
- Crit end category: output port
- Synthesis Warnings: 0
- Worst Path Required: 3.84 ns
- GR Overflow Total: 0
- Final Max Tran Viols: 0
- Peak VDD IR: 0.0128 mV
- Clock buffers: 0
- WHS: 2.43 ns
- Relative slew margins: 91.4%
- PD cells: 101 nW/um2
- Yosys top cell by area: fa_1
- Die Span Y: 80 um
- Top-count cell post-synth: and2_1
- DR WL/cell: 8.34 um
- Most frequent cells after synthesis: 15 x and2_1, 8 x fa_1, 7 x buf_4, 4 x ha_1, 4 x inv_1
- Cell mode on critical path: fa_2
- Total Wirelength: 792 um
- Detailed-route via count: 267
- Cell row count: 21
- Final Wtd Congestion: 0.724
- Crit path depth: 11
- GRT Total Usage: 2.50%
- Yosys simple share: 26.0%
- Area growth syn-to-layout: 45.0%
- DR pass1 iterations: 1
- First-pass GRT wire length: 1320 um
- Crit Path Class: primary input to output port
- CP cell instances: buf_6, and2_4, fa_1, inv_1, fa_1, inv_1, ha_2, fa_2, fa_2, fa_2, buf_2
- Post-synthesis adder-cell area fraction: 56.0%
- Synthesis area per yosys: 375 um2
- P_leak: 0.250 nW
- Post-CTS Hold Fix Bufs: 0
- RSZ-0062 raised after global routing: false
- Pre-CTS setup slack: -0.889 ns
- Seq share, synth: 0%
- Number of remaining DRC errors: 0
- Routed Antenna Nets: 0
- Sequential cell count: 0
- Initial Util: 11.0%
- Core area: 3420 um2
- Diode count: 0
- Worst Setup EP: product[6]
- Syn_area_per_cell: 9.62 um2
- Final Hold Fails: 0
- Number of top-level pins: 16
- Vias in the first global route: 277
- Area fraction in xor and xnor cells: 0%
-- report_power, final --
group,total (mW),internal (mW),switching (mW)
Combinational,0.0547,0.0357,0.0190
Sequential,0,0,0
Clock,0,0,0
Total,0.0547,0.0357,0.0190
-- how the worst min path moves through the flow --
stage / startpoint / endpoint / slack, ns / cells after the start
after global routing: A[3] / product[6] / 2.48 / 4
after CTS: A[3] / product[6] / 2.45 / 4
final: A[3] / product[6] / 2.43 / 4
-- per-layer routing --
metal | share of wire, % | global-route usage, % | vias up
met4 | 0 | 0 | 0
met3 | 3.2 | 0.227 | 0
met1 | 26 | 2.38 | 134
li1 | - | - | 130
met5 | 0 | 0 | -
met2 | 71 | 5.62 | 3
-- kinds of logic (layout without fill, tap and decap cells) --
group / Yosys count / count (layout)
AND/OR/NAND/NOR: 16 / 16
buffers and inverters: 11 / 21
adder cells (fa/ha/maj): 12 / 12
-- final cells by class --
type | instances | area [um2]
Tap cell | 46 | 57.6
Multi-Input combinational cell | 28 | 330
Inverter | 4 | 15.0
Fill cell | 389 | 2870
Timing Repair Buffer | 17 | 141
-- repair_timing --
action	4_1_cts	5_1_grt
resized	41	0
setup endpoints to repair	4	2
pin swaps	8	4
-- cells in the final DEF, fill, tap and decap left out --
master and n:
nand2_1 1, buf_4 1, and2_1 11, clkdlybuf4s50_1 6, and2_4 4, ha_1 3, inv_1 4, buf_2 5
fa_2 4, buf_6 2, fa_1 4, ha_2 1, dlygate4sd2_1 3
-- through the flow --
| stage | total power, mW | instances | setup TNS (ns) | instance area, um2 |
|---|---|---|---|---|
| floorplan | 0.0370 | 39 | 0 | 375 |
| finish | 0.0547 | 95 | 0 | 544 |
| detailed placement | 0.0605 | 95 | -2.19 | 548 |
| global placement | 0.0597 | 95 | -2.04 | 548 |
| global route | 0.0637 | 95 | 0 | 544 |
| CTS | 0.0582 | 95 | -0.0177 | 544 |
Power figures rest on the tool's default switching activity, not on a simulated workload.
