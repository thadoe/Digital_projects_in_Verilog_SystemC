File: ./config.mk
export PLATFORM = sky130hd
export DESIGN_NAME = ESC
export DESIGN_NICKNAME = ESC
export VERILOG_FILES = /design/flow/design.v
export SDC_FILE = /design/flow/constraint.sdc
export NUM_CORES = 4
export LEC_CHECK = 1
export CORE_UTILIZATION = 40
File: ./run.sh
#!/bin/bash
# OpenROAD 26Q1-2900-gdf79404cd8, Yosys 0.63+post, stock flow scripts
make -C /OpenROAD-flow-scripts/flow DESIGN_CONFIG=/design/flow/config.mk WORK_HOME=/design/flow/orfs finish
File: ./design.v
`timescale 1ns / 1ps
module ESC( 
    input wire clk,
    input wire rst,
    output wire [7:0] pc_out,
    output wire [15:0] A_out,
    output wire [15:0] mdr_out
    );
    reg [15:0] inst_reg;
    wire [15:0] MDR;     
    reg [15:0] A;
    reg [7:0] PC;
    reg [7:0] MAR;
    reg  mem_write;
    assign {pc_out, A_out, mdr_out}  = {PC, A, MDR};
    reg [3:0] current_state;
    parameter RST_PC = 4'h0,
              FETCH = 4'h1,
              DECODE = 4'h2,
              EXEC_LD = 4'h3,
              EXEC_AD = 4'h4,
              EXEC_ST = 4'h5,
              EXEC_ST1 = 4'h6,
              EXEC_ST2 = 4'h7,
              EXEC_JUMP = 4'h8,
              AD = 8'h0,
              ST = 8'h1,
              LD = 8'h2,
              JUMP = 8'h3;
    RAM ESC_memory (
            .clk(clk),
            .addr (MAR),
            .din (A),
            .write (mem_write),
            .dout (MDR)
    );
    always @ (posedge clk or posedge rst)   begin 
        if (rst) begin 
            current_state <= RST_PC;
        end else begin
            case(current_state)
                RST_PC: begin                        
                    current_state <= FETCH;
                    PC <= 0;
                    MAR <= 0;
                    A <= 0;
                    mem_write <= 0;    
                end 
                FETCH: begin
                    current_state <= DECODE;
                    inst_reg <= MDR;                 
                    PC <= PC + 1;
                    mem_write <= 0;
                end
                DECODE: begin
                    MAR <= inst_reg [7:0];
                    case (inst_reg [15:8])           
                        AD: current_state <= EXEC_AD;
                        ST: current_state <= EXEC_ST;
                        LD: current_state <= EXEC_LD;
                        JUMP: current_state <= EXEC_JUMP;
                        default: current_state <= FETCH;
                    endcase 
                end
                EXEC_LD: begin
                    current_state <= FETCH;
                    A <= MDR;
                    MAR <= PC;                   
                end  
                EXEC_AD: begin 
                    current_state <= FETCH;
                    A <= A + MDR;
                    MAR <= PC;                   
                end
                EXEC_ST: begin 
                    current_state <= EXEC_ST1;    
                    mem_write <= 1;
                end 
                EXEC_ST1: begin
                    current_state <= EXEC_ST2;   
                    mem_write <= 0;
                end
                EXEC_ST2: begin                  
                    current_state <= FETCH;
                    MAR <= PC;
                end
                EXEC_JUMP: begin 
                    current_state <= FETCH;
                    MAR <= inst_reg[7:0];        
                    PC <= inst_reg [7:0];
                end
                default: begin                     
                    MAR <= PC;
                    current_state <= FETCH;
                end
            endcase
        end
    end
endmodule
`timescale 1ns / 1ps
module RAM(
    input wire clk,
    input wire [7:0] addr,
    input wire [15:0] din,
    input wire write,
    output wire [15:0] dout
    );
    reg [15:0] mem [0:255];
    always @ (posedge clk) begin
        if (write)
            mem [addr]  <= din;
    end 
    assign  dout = mem [addr];
endmodule
File: ./constraint.sdc
current_design ESC

set clk_period 113.4
set clk_io_pct 0.2

create_clock -name clk0 -period $clk_period [get_ports {clk}]

set non_clock_inputs [all_inputs -no_clocks]
set_input_delay [expr $clk_period * $clk_io_pct] -clock clk0 $non_clock_inputs
set_output_delay [expr $clk_period * $clk_io_pct] -clock clk0 [all_outputs]
==> node_exporter_impl.prom <==
# HELP chip_impl_metric Flow report values
# TYPE chip_impl_metric gauge
chip_impl_metric{name="crit_fanout",unit=""} 88
chip_impl_metric{name="ys_ff",unit=""} 4162
chip_impl_metric{name="routed-via-count",unit=""} 71700
chip_impl_metric{name="finalCritPeriodShare",unit="%"} 27.1
chip_impl_metric{name="fin_setup_tns",unit="ns"} 0
chip_impl_metric{name="comb_power_share",unit="%"} 1.7
chip_impl_metric{name="cts_setup_buffers",unit=""} 0
chip_impl_metric{name="synth_warnings",unit=""} 2
chip_impl_info{name="synth-main-ff-cell",value="edfxtp_1"} 1
chip_impl_metric{name="dp_hpwl",unit="um"} 243000
chip_impl_metric{name="die_height",unit="um"} 634
chip_impl_info{name="crit_end_element",value="output pin"} 1
chip_impl_metric{name="timing.clock.skew",unit="ns"} 0.0683
chip_impl_info{name="critPathKind",value="reg -> out"} 1
chip_impl_metric{name="route.final.wire_length",unit="um"} 406000
chip_impl_metric{name="antenna_found_initial",unit=""} 19
chip_impl_metric{name="yosys.area.top_type_share",unit="%"} 78.0
chip_impl_info{name="setup.worst_path.start_class",value="flop"} 1
chip_impl_metric{name="cts_htree_levels",unit=""} 5
chip_impl_metric{name="fp.dieW",unit="um"} 634
chip_impl_metric{name="cellInternalPower",unit="mW"} 2.46
chip_impl_metric{name="largest_reg_flops",unit=""} 4096
chip_impl_info{name="tritoncts",value="done"} 1
chip_impl_metric{name="ant_nets",unit=""} 0
chip_impl_metric{name="period_minus_slack",unit="ns"} 30.69
chip_impl_metric{name="power.net_switching",unit="mW"} 0.610
chip_impl_metric{name="post_synth_instance_area",unit="mm^2"} 0.160
chip_impl_metric{name="numPlacedInstances",unit=""} 11900
chip_impl_metric{name="wire_per_inst",unit="um"} 32.1
chip_impl_metric{name="grt_max_degree",unit=""} 137
chip_impl_metric{name="grt.overflow.total",unit=""} 0
chip_impl_metric{name="port_buffers",unit=""} 41
chip_impl_metric{name="vias_per_cell",unit=""} 5.66
chip_impl_info{name="class_of_the_worst_hold_path",value="reg -> reg"} 1
chip_impl_metric{name="boundaryPins",unit=""} 42
chip_impl_metric{name="number_of_buffers_inserted_during_clock_tree_synthesis",unit=""} 420
chip_impl_metric{name="crit_path_max_incr_delay",unit="ns"} 0.74
chip_impl_metric{name="clkSinkCount",unit=""} 4162
chip_impl_info{name="rsz0062_at_grt",value="false"} 1
chip_impl_metric{name="hold_violations",unit=""} 0
chip_impl_metric{name="synthCells",unit=""} 6515
chip_impl_info{name="biggest_area_consumer_among_synthesized_cells",value="edfxtp_1"} 1
chip_impl_metric{name="core.rowCount",unit=""} 231
chip_impl_info{name="worst_path_most_repeated_cell",value="buf_4"} 1
chip_impl_info{name="cp_max_delay_cell",value="dfxtp_4"} 1
chip_impl_metric{name="grt_use_total",unit="%"} 22.8
chip_impl_metric{name="cts_hold_buf",unit=""} 0
chip_impl_metric{name="cell_area_power_density",unit="mW/mm^2"} 16.8
chip_impl_metric{name="edf_count",unit=""} 4145
chip_impl_metric{name="grt_first_pass_wirelength",unit="um"} 581000
chip_impl_metric{name="highest_ir_drop_seen_on_vdd",unit="uV"} 13.0
chip_impl_info{name="cts-root-buf",value="clkbuf_16"} 1
chip_impl_metric{name="power_frac_seq",unit="%"} 55.0
chip_impl_metric{name="final.setup.worst_slack",unit="ns"} 82.71
chip_impl_metric{name="max_slew.worst_pin.slew",unit="ns"} 1.11
chip_impl_metric{name="power.share.clock",unit="%"} 43.3
chip_impl_metric{name="openroad.warnings",unit=""} 46
chip_impl_metric{name="leakagePower",unit="nW"} 56.3
chip_impl_metric{name="setup_viol_count_final",unit=""} 0
chip_impl_metric{name="yosysCellCount",unit=""} 6515
chip_impl_metric{name="cts_max_path_buffers",unit=""} 4
chip_impl_metric{name="drt_iter0_markers",unit=""} 4466
chip_impl_metric{name="clock.latency.late_pin",unit="ns"} 0.98
chip_impl_metric{name="critPathRequiredTime",unit="ns"} 90.72
chip_impl_metric{name="flow.area_growth_from_synthesis",unit="%"} 14.2
chip_impl_metric{name="arrival",unit="ns"} 8.01
chip_impl_metric{name="first_global_vias",unit=""} 79900
chip_impl_metric{name="synthDistinctLibCells",unit=""} 57
chip_impl_info{name="synth.area.top_cells",value="edfxtp_1 78%, mux4_2 18%, nor2_1 0.66%"} 1
chip_impl_metric{name="fp_util",unit="%"} 40.3
chip_impl_metric{name="die_area",unit="mm^2"} 0.402
chip_impl_metric{name="max-cap-violations",unit=""} 0
chip_impl_metric{name="cts.clk_slew.worst_paths",unit="ns"} 0.06
chip_impl_metric{name="number_of_gates_resized_after_cts",unit=""} 0
chip_impl_info{name="outcome",value="finished, final reports clean"} 1
chip_impl_metric{name="synth_seq_share",unit="%"} 78.2
chip_impl_metric{name="fmax",unit="GHz"} 0.0326
chip_impl_metric{name="core_area",unit="mm^2"} 0.397
chip_impl_info{name="sequence_of_cells_on_the_critical_path",value="buf_4 > buf_12 > buf_4 > buf_4 > buf_4 > mux4_2 > mux4_2 > mux4_2 > a22oi_1 > nand2_1 > clkdlybuf4s50_1"} 1
chip_impl_metric{name="routabilityCongestion",unit=""} 0.864
chip_impl_metric{name="synth.yosys.chip_area",unit="mm^2"} 0.160
chip_impl_metric{name="proportion_of_register_bits_with_asynchronous_set_or_reset_after_synthesis",unit="%"} 0.216
chip_impl_metric{name="sw_frac_of_total",unit="%"} 19.9
chip_impl_info{name="timing.hold.worst.start",value="current_state[6]$_DFF_PP0_"} 1
chip_impl_metric{name="slew_violations",unit=""} 0
chip_impl_metric{name="relSlewSlack",unit="%"} 24.9
chip_impl_metric{name="final_layout_size_suffix_gt1_share",unit="%"} 34.1
chip_impl_metric{name="post-route-drc-count",unit=""} 0
chip_impl_metric{name="detailedRoute.firstPassIterationCount",unit=""} 5
chip_impl_metric{name="postSynthAreaPerCell",unit="um^2"} 24.5
chip_impl_metric{name="p_total",unit="mW"} 3.07
chip_impl_metric{name="final_cells",unit=""} 12700
chip_impl_metric{name="placement.setup.worst_slack",unit="ns"} 83.65
[final timing paths]
kind / endpoint / slack [ns] / depth (start not counted)
max in group asynchronous: current_state[0]$_DFF_PP1_ / 90.93 / 2
min in group asynchronous: current_state[7]$_DFF_PP0_ / 22.18 / 2
hold reg to reg: current_state[4]$_DFF_PP0_ / 0.43 / 0
setup / recovery: mdr_out[5] / 82.71 / 11
hold / removal: current_state[4]$_DFF_PP0_ / 0.43 / 0
setup reg to reg: A[15]$_DFFE_PP_ / 104.33 / 19
[power groups by stage]
stage	Combinational [mW]	Clock, mW	Sequential (mW)
after CTS	0.0535	1.35	1.69
after global routing	0.0564	1.41	1.69
final	0.0523	1.33	1.69
[synthesized netlist by cell type, types with 4 or more instances]
master	instances
dfxtp_1	8
dfrtp_1	8
or3_1	5
nor2_1	280
nand2_1	64
nor4_1	5
nand4_1	10
edfxtp_1	4145
mux2i_1	33
clkbuf_1	171
o211ai_1	6
nor2b_1	17
xor2_1	9
nor3_1	9
a21o_1	6
buf_1	69
buf_2	120
a22oi_1	36
nand2b_1	11
ha_1	16
mux2_2	28
a22o_1	15
xnor2_1	7
nand3_1	33
a21oi_1	9
mux4_2	1302
inv_1	8
a221oi_1	8
o21ai_0	26
and3_1	4
o22ai_1	10
[cell type report]
cell class,count,area [um^2]
Antenna cell,8,20.0
Clock buffer,512,11000
Clock inverter,246,2160
Fill cell,31600,214000
Inverter,8,30.0
Multi-Input combinational cell,1984,33600
Sequential cell,4162,125000
Tap cell,5242,6560
Timing Repair Buffer,513,4090
[placed cells by master, fill, tap and decap left out, drive strengths merged, types with 9 or more instances in the layout]
cell type	count
a21oi	9
a22o	15
a22oi	36
buf	472
bufinv	30
clkbuf	512
clkdlybuf4s50	41
clkinv	183
clkinvlp	15
edfxtp	4145
ha	16
inv	26
mux2	28
mux2i	33
mux4	1302
nand2	64
nand2b	11
nand3	33
nand4	10
nor2	280
nor2b	17
nor3	9
o21ai	27
o22ai	10
xor2	9
[layer usage]
layer	share of wire [%]	vias to the layer above	track usage, %	routed length (um)
met3	18	663	18.5	75100
li1	-	29400	-	-
met4	4.4	30	7.45	17700
met5	0.19	-	1.16	771
met2	48	4886	33.4	194000
met1	29	36700	25.2	119000
[kinds of logic (layout without fill, tap and decap cells)]
logic type	Yosys count	after routing	synth area share [%]
DFF	4162	4162	78.2
muxes	1363	1363	18.8
and+or+nand+nor	449	449	1.19
buffers and inverters	369	1279	0.964
AOI/OAI and AO/OA	137	137	0.607
adders and majority gates	17	17	0.138
xor gates and xnor gates	17	17	0.102
other	1	9	0.00235
[metrics by stage]
stage          hold slack, ns  util (%)  area [um^2]
2_1_floorplan           0.376         -       160000
5_1_grt                 0.452      46.0       182000
3_5_place_dp            0.419      42.7       169000
3_3_place_gp            0.408      42.7       169000
4_1_cts                 0.433      46.0       182000
6_report                0.434      46.0       182000
[worst max-delay path, delay by kind of cell (launching register included)]
kind / cells / cell delay, ns
simple gates: 1 / 0.43
compound gates: 1 / 0.56
flops: 1 / 0.74
buf+inv: 6 / 3.69
mux: 3 / 1.36
