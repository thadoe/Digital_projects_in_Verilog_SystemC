==> flow/design.v <==
`timescale 1ns / 1ps
module delay_timer(
    input wire clk,
    input wire RESET,
    input wire [7:0] i_wb,
    input wire i_TRIG,
    input wire i_A,              
    input wire i_B,
    output wire o_delay_out      
     );
reg [7:0] Pulse_width;
reg [7:0] Delay; 
reg [7:0] Timer=0; 
reg  [1:0] mode= 0; 
reg out = 0, timer_start =0;    
wire TRIG_rise, TRIG_fall;
reg TRIG_DFF1 = 0, TRIG_DFF2 = 0;               
wire rst_fall;
reg rst_DFF1 = 0, rst_DFF2 = 0;
reg rst_timer = 0;                              
reg rst_timer_DFF1= 0, rst_timer_DFF2= 0;
wire timer_clear_DD,timer_clear;
always @ (posedge clk) begin
    TRIG_DFF1 <= i_TRIG;
    TRIG_DFF2 <= TRIG_DFF1;
    rst_DFF1 <= RESET;
    rst_DFF2 <= rst_DFF1;
    rst_timer_DFF1 <= rst_timer;
    rst_timer_DFF2 <= rst_timer_DFF1; 
end 
assign TRIG_rise = ~TRIG_DFF2 & TRIG_DFF1;             
assign TRIG_fall = ~TRIG_DFF1 & TRIG_DFF2;
assign rst_fall = ~rst_DFF1 & rst_DFF2;                     
assign rst_timer_rise = ~rst_timer_DFF2 & rst_timer_DFF1;  
always @ (*) begin   
        Pulse_width <= i_wb;
        Delay <= (2*i_wb + 1)/2;
        mode <= {i_A, i_B};
end 
always @ (*) begin
    if (RESET) begin
        out <= 0;
        timer_start <= 0;
        rst_timer <= 1;
    end
    else begin
        case (mode)
            2'b00: begin  
               if (TRIG_rise == 1) begin
                out <= 1;
                timer_start <= 1;  
                rst_timer <= 0;  
                end
               else if (Timer >= Pulse_width) begin
                   out <= 0;  
                   timer_start <= 0;  
                   rst_timer <= 1;
               end   
            end
            2'b01: begin  
                if ( (rst_fall == 1 && i_TRIG == 1) || TRIG_rise == 1) begin 
                    timer_start <= 1;
                    rst_timer <= 0;
                end
                else if (Timer >= Delay ) begin
                    out <= 1;
                    timer_start <= 0;
                    rst_timer <=1;
                end 
                else if (TRIG_fall == 1 || i_TRIG == 0) begin
                    out <= 0;
                    timer_start <= 0;
                    rst_timer <= 1 ;
                end 
            end
            2'b10: begin   
                if ( i_TRIG ==1 || TRIG_rise == 1)    
                    out <= 1;
                else if (TRIG_fall == 1) begin
                    timer_start <= 1;
                    rst_timer <= 0;
                end
                else if (Timer >= Delay) begin
                    out <= 0;
                    timer_start <= 0;
                    rst_timer <= 1;
                end 
            end 
            2'b11: begin  
                if ( (rst_fall == 1 && i_TRIG == 1) || TRIG_rise == 1 || TRIG_fall == 1) begin 
                    timer_start <= 1;
                    rst_timer <= 0;
                end
                else if (Timer >= Delay) begin
                     out <= i_TRIG;
                     timer_start <= 0;
                     rst_timer <= 1; 
                end 
            end 
            default: begin 
                    out <= 0;
                    timer_start <= 0;
                    rst_timer <= 1;
            end 
        endcase 
    end
end
assign timer_clear_DD = ((TRIG_rise == 1) | (TRIG_fall == 1)) & (mode == 2'b11);     
assign  timer_clear = timer_clear_DD | TRIG_rise | rst_timer_rise;                   
always @(posedge clk or posedge timer_clear) begin
 if(timer_clear)   
      Timer <= 0;  
 else if (timer_start)
      Timer <= Timer + 1;  
end
assign o_delay_out = ~out;  
endmodule
==> flow/run.sh <==
#!/bin/bash
# OpenROAD 26Q1-2900-gdf79404cd8, Yosys 0.63+post, stock flow scripts
make -C /OpenROAD-flow-scripts/flow DESIGN_CONFIG=/design/flow/config.mk WORK_HOME=/design/flow/orfs finish
==> flow/constraint.sdc <==
current_design delay_timer

set clk_period 1.3
set clk_io_pct 0.2

create_clock -name clk0 -period $clk_period [get_ports {clk}]

set non_clock_inputs [all_inputs -no_clocks]
set_input_delay [expr $clk_period * $clk_io_pct] -clock clk0 $non_clock_inputs
set_output_delay [expr $clk_period * $clk_io_pct] -clock clk0 [all_outputs]
==> flow/config.mk <==
export PLATFORM = sky130hd
export DESIGN_NAME = delay_timer
export DESIGN_NICKNAME = delay_timer
export VERILOG_FILES = /design/flow/design.v
export SDC_FILE = /design/flow/constraint.sdc
export NUM_CORES = 4
export LEC_CHECK = 1
export CORE_AREA = 10 10 91 91
export DIE_AREA = 0 0 101 101
==> out/metrics.csv <==
stage,metric,value,unit
run_status,status,"finished, final reports clean",
clock_tree,"Clk pin slew, worst setup/hold paths",0.05,ns
final_layout,share of cells above drive strength 1,11.48,%
floorplan,Die H,101,um
clock_tree,CTS tree,yes,
setup_path,CP Capture Type,flip-flop,
sta,RSZ-0062 raised after global routing,false,
setup_path,buffers plus inverters on the worst setup path,0,
grt,initial antenna violation count,0,
setup_path,Crit path max-delay family,simple AND/OR/NAND/NOR gates,
sta,final hold viol count,0,
clock_tree,Post-CTS Setup Inserts,0,
setup_path,Max stage delay on crit path,0.39,ns
sta,register pins left without a clock,3,
yosys,Synth Warn #,2,
final_layout,FF+latch area,365.4,sq um
routing,DR vias/cell,3.704,
setup_path,CP endpoint,Timer[7]$_DFFE_PP0P_,
sta,fin crit period,1.138,ns
placement,DP Wirelength,1.560,mm
run,max-capacitance violation count,0,
setup_path,reg2reg start,Timer[2]$_DFFE_PP0P_,
yosys,Post-Syn Area per Cell,9.281,sq um
final_layout,logic area,535.5,sq um
routing,diode count,0,
sta,Final period util,87.53,%
setup_path,worst setup path class,flip-flop to flip-flop,
routing,Routed WL,1.854,mm
clock_tree,CTS buffer count,3,
final_layout,Syn-to-layout area delta,32.33,%
sta,endpoints left unconstrained,5,
run,OpenROAD warning count,26,
floorplan,Core Density at Floorplan,15.05,%
clock_tree,Root Driver,clkbuf_8,
sta,highest clock rate,0.8788,GHz
routing,Final ANT Viol Nets,0,
floorplan,Rows,29,
yosys,YS chip area,955.9,sq um
yosys,Synth Instances,103,
routing,DRC,0,
setup_path,crit start category,flip-flop,
power,Cell Pwr Density,1192,nW/um^2
setup_path,CP Max Fanout,4,
clock_tree,CTS Hold Bufs,0,
setup_path,r2r setup slk,0.16,ns
grt,first-pass GRT wire length,3.339,mm
power,P_leak,0.0005715,uW
routing,DR pass1 iterations,4,
final_layout,Fill cells,682,
yosys,Synthesized registers,17,
setup_path,crit path launch,Timer[2]$_DFFE_PP0P_,
setup_path,stages on the worst setup path,4,
sta,# setup viols final,0,
floorplan,Top Ports,14,
clock_tree,PostCTS Resize Cnt,0,
grt,largest net degree at the start of global routing,10,
routing,DRT iter0 DRCs,19,
yosys,# Cells Yosys,103,
floorplan,Core Area,6350,sq um
sta,relative slew slack,70.82,%
clock_tree,CTS max path bufs,2,
power,VDD IR-drop max,455.2,uV
placement,IO Port Bufs,13,
sta,Fin Setup TNS,0,ns
setup_path,CP max stage cell,dfrtp_1,
yosys,Post-Syn Area,955.9,sq um
floorplan,chip area,10200,sq um
min_path,worst min-delay path class,flip-flop to asynchronous set/reset pin,
routing,DR vias,737,
setup_path,reg2reg end,Timer[7]$_DFFE_PP0P_,
setup_path,r2r worst-path depth,4,
sta,final setup skew,0.003500,ns
setup_path,crit-path cells,and3_1 -> and3_1 -> nand4_1 -> xnor2_1,
setup_path,worst path required time,1.43,ns
setup_path,most frequent CP cell,and3_1,
grt,vias in the first global route,744,
sta,Pins Over Slew Limit,0,
setup_path,Worst Path Arrival,1.27,ns
yosys,count of different cell masters after synthesis,35,
routing,mean routed wirelength per cell,9.317,um
sta,Tightest Pin Transition,0.4266,ns
placement,gp weighted congestion,0.8085,
floorplan,Die Width,101,um
grt,Tot GR Track Use,3.963,%
clock_tree,H-tree Lvls,1,
clock_tree,Insertion Delay late pin,0.24,ns
power,overall power,1508,uW
grt,total grt overflow,0,
state kept, by name, summed over array words and instances (netlist names):
| register | cells |
|---|---|
| rst_DFF1 | 1 |
| out | 1 |
| Timer | 8 |
| TRIG_DFF2 | 1 |
| TRIG_DFF1 | 1 |
| rst_timer_DFF1 | 1 |
| rst_timer_DFF2 | 1 |
| timer_start | 1 |
| rst_timer | 1 |
| rst_DFF2 | 1 |
final cells by class:
| type | count | area share (%) |
|---|---|---|
| Tap cell | 77 | 7.616 |
| Timing Repair Buffer | 17 | 12.66 |
| Inverter | 14 | 4.154 |
| Multi-Input combinational cell | 70 | 42.33 |
| Sequential cell | 17 | 28.88 |
| Clock buffer | 4 | 4.352 |
synthesized netlist by cell type:
cell type	number	area, sq um
inv_1	14	52.55
ha_1	11	137.6
dfrtp_1	8	200.2
nand2_1	7	26.28
dfxtp_1	6	120.1
xnor2_1	6	52.55
a21oi_1	4	20.02
nand2b_1	4	25.02
nor2_1	4	15.01
dlxtn_1	3	45.04
nand4_1	3	18.77
nor2b_1	3	18.77
a211oi_1	2	15.01
and3_1	2	12.51
clkbuf_1	2	7.510
nand3_1	2	10.01
nor3_1	2	10.01
o211ai_1	2	15.01
o31ai_1	2	15.01
a2111oi_0	1	8.760
a211o_1	1	8.760
a21o_1	1	7.510
a21oi_2	1	8.760
a221oi_1	1	8.760
a31o_2	1	8.760
a31oi_1	1	6.260
mux2_2	1	11.26
nand2b_4	1	13.76
o2111ai_1	1	8.760
o21ai_0	1	5.000
o21ai_1	1	5.000
o221a_1	1	11.26
or3_1	1	6.260
or4_4	1	11.26
xor2_1	1	8.760
worst min path at each step:
stage | end | slack [ns] | cells after the start | startpoint
4_1_cts | Timer[1]$_DFFE_PP0P_ | 0.32 | 3 | rst_timer_DFF2$_DFF_P_
5_1_grt | rst_DFF2$_DFF_P_ | 0.36 | 0 | rst_DFF1$_DFF_P_
6_report | Timer[1]$_DFFE_PP0P_ | 0.31 | 3 | rst_timer_DFF2$_DFF_P_
cells in the final DEF, fill, tap and decap left out, drive strengths merged, types with 2 or more instances in the layout:
cell and count:
clkbuf 4, buf 4, nand4 3, nand3 2
clkdlybuf4s50 13, dlxtn 3, nand2b 5, o21ai 2
dfxtp 6, a21oi 5, xnor2 6, nor2b 3
o31ai 2, and3 2, nand2 7, ha 11
nor2 4, nor3 2, inv 14, a211oi 2
o211ai 2, dfrtp 8
metal layers:
metal | vias to the layer above | track usage [%] | part of all wire, %
li1 | 399 | - | -
met1 | 319 | 5.453 | 49
met2 | 19 | 5.749 | 42
met3 | 0 | 1.871 | 8.9
met4 | 0 | 0.3215 | 0
met5 | - | 0 | 0
metrics by stage:
stage,util (%),hold slack [ns],setup WS (ns),area (sq um),cells
final,19.92,0.3137,0.1621,1265,199
after global routing,19.92,0.3625,0.02724,1265,199
after CTS,19.92,0.3164,0.1568,1265,199
after detailed placement,19.05,0.3036,0.1661,1210,195
after global placement,19.05,0.3291,0.1706,1210,195
after floorplan,-,0.2696,0.2197,960.9,103
power by group:
group	switching, uW	internal (uW)
Clock	137	267
Sequential	99.4	523
Combinational	209	272
Total	445	1060
tightest hold or removal path: cells and delay by family, from the launching register on:
family	cells	cell delay [ns]
buf+inv	1	0.19
simple gates	2	0.16
flops	1	0.30
cell families after synthesis:
| kind of cell | after synthesis | share of synthesized area (%) |
|---|---|---|
| adder cells (fa/ha/maj) | 11 | 14.40 |
| buffers and inverters | 16 | 6.283 |
| multiplexers | 1 | 1.178 |
| AND/OR/NAND/NOR | 30 | 17.54 |
| XOR/XNOR | 7 | 6.414 |
| latches | 3 | 4.712 |
| AND-OR/OR-AND | 21 | 15.97 |
| flip-flops | 14 | 33.51 |
No activity file was given, so power comes from the tool's default toggle rates.
